==> /design/flow/design.v <==
module fifo #(
    parameter  WIDTH = 8,
    parameter  DEPTH = 8
)(
    input  logic             clk,
    input  logic             rst,
    input  logic [WIDTH-1:0] data_in,
    input  logic             inp_val,
    output logic             inp_rdy,
    output logic [WIDTH-1:0] data_out,    
    output logic             out_val,
    input  logic             out_rdy,
    output logic [$clog2(DEPTH+1)-1:0] count
);
    logic [WIDTH-1:0] fifo_mem [DEPTH];
    logic [$clog2(DEPTH+1)-1:0] count;
    logic [$clog2(DEPTH)  -1:0] wr_ptr, rd_ptr;
    logic empty, full;
    assign inp_rdy = count < DEPTH;
    assign out_val = count > 0;
    assign inp_hs = inp_val & inp_rdy;
    assign out_hs = out_val & out_rdy;
    assign data_out = fifo_mem [rd_ptr];
    always @(posedge(clk)) begin
        if (rst) begin
            wr_ptr  <= '0;
            rd_ptr  <= '0;
            count   <= '0;
        end
        else begin 
            case ({inp_hs, out_hs})
                default:
                begin
                    count  <= count;
                    wr_ptr <= wr_ptr;
                    rd_ptr <= rd_ptr;
                end
                2'd01:
                begin
                    count  <= (count - 1);
                    wr_ptr <= wr_ptr;
                    if ((rd_ptr+1)<DEPTH)
                        rd_ptr <= rd_ptr+1;
                    else
                        rd_ptr <= '0;
                end
                2'b10:
                begin
                    count  <= (count +1);
                    fifo_mem [wr_ptr] <= data_in;                    
                    if ((wr_ptr+1)<DEPTH)
                        wr_ptr <= wr_ptr+1;
                    else
                        wr_ptr <= '0;
                    rd_ptr <= rd_ptr;
                end
                2'b11:
                begin
                    count  <= count;
                    fifo_mem [wr_ptr] <= data_in;
                    if ((wr_ptr+1)<DEPTH)
                        wr_ptr <= wr_ptr+1;
                    else
                        wr_ptr <= '0;
                    if ((rd_ptr+1)<DEPTH)
                        rd_ptr <= rd_ptr+1;
                    else
                        rd_ptr <= '0;
                end
            endcase
        end
    end
endmodule
==> /design/flow/run.sh <==
#!/bin/bash
# OpenROAD 26Q1-2900-gdf79404cd8, Yosys 0.63+post, stock flow scripts
make -C /OpenROAD-flow-scripts/flow DESIGN_CONFIG=/design/flow/config.mk WORK_HOME=/design/flow/orfs finish
==> /design/flow/config.mk <==
export PLATFORM = sky130hd
export DESIGN_NAME = fifo
export DESIGN_NICKNAME = fifo
export VERILOG_FILES = /design/flow/design.v
export SDC_FILE = /design/flow/constraint.sdc
export NUM_CORES = 4
export LEC_CHECK = 1
export CORE_UTILIZATION = 30
==> /design/flow/constraint.sdc <==
current_design fifo

set clk_period 4.3
set clk_io_pct 0.2

create_clock -name clk0 -period $clk_period [get_ports {clk}]

set non_clock_inputs [all_inputs -no_clocks]
set_input_delay [expr $clk_period * $clk_io_pct] -clock clk0 $non_clock_inputs
set_output_delay [expr $clk_period * $clk_io_pct] -clock clk0 [all_outputs]
==> reports/results.ini <==
[grt]
grt_use_total_pct=10.7
antenna_found_initial=0
grt_pass1_wl_um=8390
gr-total-overflow=0
grt_pass1_vias=1653
grt_max_degree=17

[setup_path]
slowest_stage=dfxtp_1
critical-path-top-delay-family=flip-flops
critPathLaunchType=register
critPathKind=register to primary output
critPathArrivalTime_ns=2.26
crit_chain=mux4_1, mux2_2, clkdlybuf4s50_1
cpPeakStageDelay_ns=0.80
worst-path-buf-inv=1
required_ns=3.44
critPathMaxFanout=16
end_kind=primary output

[sta]
grt_setup_unrepaired=false
maxSlewViolCount=0
setup_viol=0
tightest_slew_ns=0.792
fin_crit_ns=3.12
max_slew_margin_pct=47.0
finalHoldViolCount=0
final.period_utilization_pct=72.6
tns_ns=0
timing.fmax_ghz=0.320
layout_setup_ws_ns=1.18
fin_skew_ns=0.00906

[outcome]
status=finished clean

[flow_run]
log.warning_count=26
maxCapViolCount=0

[synthesis]
ys_async_sr_fraction_pct=0
ys_seq_share_pct=69.6
edf_count=64
synth.distinct_cells=29
netlist_area_um2=3130
yosysCellCount=172
ys.flop_type=edfxtp_1
synth_flops=77
synth-warning-count=3
avgSynthCellArea_um2=18.2
top_cells_by_area=edfxtp_1, mux4_1, dfxtp_1, mux2_2, ha_1
yosys-stat-area_um2=3130
yosysTopAreaCell=edfxtp_1
top_area_share_pct=61.3
netlist_instances=172

[clocking]
cts_buffer_depth=2
htreeDepth=3
cts_setup_buffers=0
cts_tree=yes
cts-resized-gates=0
cts_buffers=9
cts_sinks=77
clock_latency_ns=0.34
cts_hold_buf=0
clk_root_buffer_cell=clkbuf_8
path_clk_slew_ns=0.09

[die]
die_area_um2=10900
fp_util_pct=31.5
die_w_um=104
io-pin-count=26
std_cell_rows=36
core-area_um2=9950
die_h_um=104

[cells_and_area]
area_growth_pct=20.3
drive_gt1_share_pct=16.4

[power_and_ir_drop]
fin_total_pwr_uw=2050
p_leak_uw=0.00125
pwr_density_cell_nw_per_um2=544
ir_drop_mv=0.364

[drt]
drc=0
dr_total_vias=1580
wl_um=5160
ant_nets=0
routedWlPerCell_um=14.9
drt_iter0_markers=56
viasPerCell=4.55
n_antenna_cell=0
drtPass1Iterations=2

[min_path]
min_path_type=register to register

[placed_design]
pre_cts_ws_ns=0.844
gp_congestion=0.739
hpwlAfterDp_um=3280
port_buffers=25

## sequential cells by signal (all words and copies together), names as in the netlist, named ones only
signal    count
count         4
rd_ptr        3
wr_ptr        3
fifo_mem     64
## layout by cell type (no fill, tap or decap)
master,instances
mux4_2,1
nand2_1,4
or4_1,1
ha_1,6
a211oi_1,1
nand2b_1,2
mux4_1,15
a21oi_1,7
xor2_1,1
nand3b_1,2
clkinvlp_4,2
o21ai_0,2
clkbuf_8,9
edfxtp_1,64
mux2_2,9
inv_6,2
nor2_1,18
or3_1,1
bufinv_16,1
inv_8,1
a31oi_1,1
buf_4,9
nor2b_1,1
clkdlybuf4s50_1,25
fa_1,1
clkinv_4,1
nand3_1,3
nor3_1,2
xnor2_1,3
inv_1,4
dfxtp_1,13
mux2i_1,2
## routing by layer
| layer | vias up | GRT usage, % | wire (um) |
|---|---|---|---|
| li1 | 756 | - | - |
| met1 | 746 | 14.0 | 2160 |
| met2 | 71 | 16.0 | 2360 |
| met3 | 7 | 6.83 | 576 |
| met4 | 0 | 1.22 | 69 |
| met5 | - | 0 | 0 |
## final timing paths
path	from	to	slack, ns	depth (start not counted)
setup / recovery	register	data_out[1]	1.18	3
hold / removal	rd_ptr[2]	rd_ptr[2]	0.52	2
hold reg to reg	rd_ptr[2]	rd_ptr[2]	0.52	2
setup reg to reg	count[0]	fifo_mem[6][2]	1.55	6
## worst min-delay path, delay by kind of cell, from the launching register on
kind | cells | cell delay (ns)
AOI/OAI and AO/OA | 2 | 0.15
DFF | 1 | 0.32
## where the power goes
group | switching, uW | internal [uW]
combinational | 215 | 350
clock | 279 | 277
sequential | 60.8 | 870
total | 555 | 1500
## cell families (layout without fill, tap and decap cells)
kind of cell	after synthesis	in the layout	share of synthesized area [%]
flip-flops	77	77	69.6
AND/OR/NAND/NOR	34	34	4.95
multiplexers	27	27	17.2
buffers and inverters	12	54	2.24
AND-OR/OR-AND	11	11	1.88
adder cells (fa/ha/maj)	7	7	3.03
XOR/XNOR	4	4	1.12
## cell type report
| type | instances | area [um2] |
|---|---|---|
| clock buffers | 9 | 124 |
| clock inverters | 7 | 82.6 |
| fillers | 909 | 6180 |
| inverters | 4 | 15.0 |
| multi-input cells | 83 | 882 |
| flip-flops and latches | 77 | 2180 |
| well taps | 133 | 166 |
| repair buffers | 34 | 318 |
## synth_stat cells, drive strengths merged, types with 4 or more instances
master / number
dfxtp: 13
a21oi: 7
nand2: 4
mux4: 16
inv: 4
edfxtp: 64
buf: 5
nor2: 18
mux2: 9
ha: 6
## stage by stage
step	utilization (%)	instances	hold slack, ns	area (um2)
5_1_grt	37.9	347	0.564	3770
6_report	37.9	347	0.524	3770
3_5_place_dp	35.8	331	0.514	3560
3_3_place_gp	35.8	331	0.495	3560
2_1_floorplan	-	172	0.472	3130
4_1_cts	37.9	347	0.528	3770
Power is estimated from default activity; no workload was simulated.
