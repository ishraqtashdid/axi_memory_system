==> design.v <==
module mux #(
    parameter NUM_ELEM   = 8,
    parameter ELEM_WIDTH = 32
) (
    input  logic [$clog2(NUM_ELEM)-1:0]         sel,
    input  logic [NUM_ELEM-1:0][ELEM_WIDTH-1:0] data_in,
    output logic               [ELEM_WIDTH-1:0] data_out
);
    always_comb begin
        data_out = data_in [sel];
    end 
endmodule
==> run.sh <==
#!/bin/bash
# OpenROAD 26Q1-2900-gdf79404cd8, Yosys 0.63+post, stock flow scripts
make -C /OpenROAD-flow-scripts/flow DESIGN_CONFIG=/design/flow/config.mk WORK_HOME=/design/flow/orfs finish
==> config.mk <==
export PLATFORM = sky130hd
export DESIGN_NAME = mux
export DESIGN_NICKNAME = mux
export VERILOG_FILES = /design/flow/design.v
export SDC_FILE = /design/flow/constraint.sdc
export NUM_CORES = 4
export LEC_CHECK = 1
export CORE_AREA = 10 10 120 120
export DIE_AREA = 0 0 130 130
==> constraint.sdc <==
current_design mux

set clk_period 1.5
set clk_io_pct 0.2

create_clock -name clk0 -period $clk_period

set non_clock_inputs [all_inputs -no_clocks]
set_input_delay [expr $clk_period * $clk_io_pct] -clock clk0 $non_clock_inputs
set_output_delay [expr $clk_period * $clk_io_pct] -clock clk0 [all_outputs]
==> out/qor.txt <==
status -> complete, but fails checks
violated checks -> setup timing
Clk pwr share -> 0
clkbuf count -> 0
IR drop worst, VDD -> 0.134 mV
largest net degree at the start of global routing -> 33
post-detail-place hpwl -> 10.6 mm
# DRC -> 0
Worst Max-Slew Pin Slew -> 0.197 ns
hold_ws -> 1.11 ns
area taken by flip-flops and latches -> 0 µm²
Hold Crit Class -> in2out
Fmax -> 536 MHz
Switching Power -> 0.358 mW
Antenna diodes -> 0
Static Leak -> 2.63 nW
Slew HR -> 0.869
post-synth cell types -> 7
WP data required -> 1.20 ns
first-pass GRT wire length -> 18.0 mm
Post-Syn Instances -> 114
met3 Track Usage GR -> 0.0593
final wirelength -> 12.6 mm
routed length per placed instance -> 22.6 µm
via count -> 2535
setup violators final -> 32
fp_density -> 0.174
Ys Warns -> 1
vias in the first global route -> 3006
die area -> 16900 µm²
Max-Cap Viols -> 0
syn avg cell area -> 18.2 µm²
tool warning count -> 35
Setup TNS -> -10.97 ns
Crit Path Class -> in2out
Yosys Chip Area -> 2070 µm²
CP Cell Sequence -> buf_16 > buf_12 > buf_12 > mux4_2 > mux2_4 > buf_2
core area -> 11900 µm²
Seq share, synth -> 0
fillcell total -> 1101
port bufs -> 291
Final min period -> 1.87 ns
row count -> 40
drt pass-1 iters -> 4
Final WS setup -> -0.367 ns
worst slack, placed -> -0.746 ns
Die H -> 130 µm
cycle use final -> 1.24
met1 Use GR -> 0.173
Via density -> 4.56
power per standard cell area -> 283 nW/µm²
Seq cells -> 0
RSZ-0062 raised after global routing -> true
Top delay family on crit path -> multiplexers
pins over their slew limit -> 0
area grow syn2layout -> 164%
Yosys top cell by area -> mux4_1
cell repeated most along the worst path -> buf_12
Worst Setup Start Kind -> input pin
switching share of power -> 0.231
Pwr Total -> 1.55 mW
Seq pwr share -> 0
worst path bufs/invs -> 4
Top cell area share -> 0.507
GR Util met2 -> 0.249
Die W -> 130 µm
# IOs -> 291
antenna violations before repair -> 0
Worst path max stage delay -> 0.50 ns
most instantiated cells after synthesis -> 40 x mux4_1, 32 x mux2_2, 24 x mux4_2, 8 x buf_1, 7 x buf_6
busiest grt layer -> met2
share of cells above drive strength 1 -> 0.374
# Cells Yosys -> 114
Final Util -> 0.460
DR iter-0 viols -> 62
gr usage total -> 0.143
P_int -> 1.19 mW
remaining antenna violation count -> 0
CP max-delay cell -> mux4_2
Post-CTS Hold Fix Bufs -> 0
Worst setup EP type -> primary output
Mapped Area -> 2070 µm²
CP Max Fanout -> 6
global route overflow -> 0
Logic pwr share -> 1.000
Yosys top cell by instances -> mux4_1
Final Hold Violation Tally -> 0
CP arrival -> 1.57 ns
gpl congestion -> 0.920
Synth area leaders -> mux4_1 51%, mux4_2 26%, mux2_2 17%
==> what timing repair did <==
| action | in CTS | in global routing |
|---|---|---|
| resized | 218 | 69 |
| setup endpoints to repair | 32 | 32 |
| cloned | 6 | 0 |
| buffers inserted | 9 | 0 |
==> path summary, 6_finish.rpt <==
path                     start           end  slack (ns)  cells after the start
setup / recovery        sel[0]  data_out[12]       -0.37                      6
hold / removal    data_in[146]  data_out[18]        1.11                      4
==> worst min-delay path: stages <==
cell	delay [ns]
dlymetal6s2s_1	0.08
mux4_2	0.22
mux2_4	0.14
buf_6	0.07
==> cells in the final DEF, fill, tap and decap left out <==
master,n
buf_4,5
dlygate4sd2_1,50
buf_12,12
dlymetal6s2s_1,56
clkdlybuf4s50_1,150
mux2_2,2
mux4_2,64
buf_8,2
mux2_4,30
buf_2,10
buf_16,4
buf_6,24
==> area by class of cell <==
type	instances	area, µm²	share of cell area
well taps	147	184	0.0336
repair buffers	313	3380	0.617
multi-input cells	96	1910	0.350
==> kinds of logic after synthesis <==
logic type             after synthesis  synth area share
buffers and inverters               18            0.0585
multiplexers                        96             0.941
==> per-layer routing <==
metal	wire length, µm	vias up	part of all wire
li1	-	1142	-
met1	4620	1235	0.37
met2	6540	156	0.52
met3	1380	2	0.11
met4	34	0	0.0027
met5	0	-	0
==> per-stage QoR <==
| stage | std cells | area [µm²] |
|---|---|---|
| 3_3_place_gp | 545 | 5060 |
| 4_1_cts | 560 | 5350 |
| 6_report | 556 | 5480 |
| 2_1_floorplan | 114 | 2010 |
| 3_5_place_dp | 545 | 5060 |
| 5_1_grt | 556 | 5480 |
==> power groups by stage <==
stage	clock, mW	sequential (mW)	combinational, mW
6_report	0	0	1.55
4_1_cts	0	0	1.57
5_1_grt	0	0	1.66
Power figures rest on the tool's default switching activity, not on a simulated workload.
