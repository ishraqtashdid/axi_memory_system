[flow/config.mk]
export PLATFORM = sky130hd
export DESIGN_NAME = demux
export DESIGN_NICKNAME = demux
export VERILOG_FILES = /design/flow/design.v
export SDC_FILE = /design/flow/constraint.sdc
export NUM_CORES = 4
export LEC_CHECK = 1
export CORE_AREA = 10 10 168 168
export DIE_AREA = 0 0 178 178
[flow/design.v]
module demux #(
    parameter NUM_ELEM   = 8,
    parameter ELEM_WIDTH = 32
) (
    input  logic [$clog2(NUM_ELEM)-1:0]         sel,
    input  logic               [ELEM_WIDTH-1:0] data_in,
    output logic [NUM_ELEM-1:0][ELEM_WIDTH-1:0] data_out
);
    always_comb begin
        for (int i = 0; i < NUM_ELEM; i++)
        begin
            if (i==sel)
                data_out [i] = data_in;
            else
                data_out [i] = '0;
        end
    end 
endmodule
[flow/run.sh]
#!/bin/bash
# OpenROAD 26Q1-2900-gdf79404cd8, Yosys 0.63+post, stock flow scripts
make -C /OpenROAD-flow-scripts/flow DESIGN_CONFIG=/design/flow/config.mk WORK_HOME=/design/flow/orfs finish
[flow/constraint.sdc]
current_design demux

set clk_period 1.0
set clk_io_pct 0.2

create_clock -name clk0 -period $clk_period

set non_clock_inputs [all_inputs -no_clocks]
set_input_delay [expr $clk_period * $clk_io_pct] -clock clk0 $non_clock_inputs
set_output_delay [expr $clk_period * $clk_io_pct] -clock clk0 [all_outputs]
==> impl_table.tex <==
% Implementation results table
\begin{tabular}{lr}
\hline
Metric & Value \\
\hline
\multicolumn{2}{l}{\textbf{Run status}} \\
\quad Run status & complete, but fails checks \\
\quad Violated checks & negative setup slack \\
\multicolumn{2}{l}{\textbf{Pwr}} \\
\quad Leakage power figure & 5.73 nW \\
\quad Pwr dens & approximately 370 nW/um\^{}2 \\
\quad Max rail drop VDD & between 150 and 200 uV \\
\multicolumn{2}{l}{\textbf{Flow run}} \\
\quad Number of warnings in the stage logs & 34 \\
\quad Max cap viols & 0 \\
\multicolumn{2}{l}{\textbf{Final layout}} \\
\quad Fin util & 42.0\% \\
\quad Sequential cell area & 0 um\^{}2 \\
\quad Proportion of layout cells with a drive suffix above 1 & 78.7\% \\
\quad Number of sequential storage elements & 0 \\
\quad Layout fillers & approximately 2.1k \\
\quad Synthesis-to-layout area growth & 216\% \\
\quad Non-Filler Instances & 1185 \\
\quad Number of clock buffers in the layout & 0 \\
\multicolumn{2}{l}{\textbf{Critical path}} \\
\quad Kind of critical path & input port to output pin \\
\quad Maximum fanout encountered on the critical timing path & 8 \\
\quad Capturing element type of the critical path & output pin \\
\quad CP Launch Type & input port \\
\quad Arrival time worst endpoint & 1.17 ns \\
\quad Required time reported for the critical path endpoint & about 0.80 ns \\
\multicolumn{2}{l}{\textbf{Yosys}} \\
\quad Synthesized instance count & 340 \\
\quad Number of standard cells reported by yosys & 340 \\
\quad Area of the mapped netlist & 3250 um\^{}2 \\
\quad Library cell occupying the most area in the post-synthesis netlist & and4b\_1 \\
\quad Number of distinct library cell variants in the gate-level netlist after synthesis & 13 \\
\quad Yosys warns & 1 \\
\quad Chip area line of the yosys report & between 3000 and 4000 um\^{}2 \\
\quad Area share of the largest cell type after synthesis & 29.5\% \\
\quad Share of the yosys chip area belonging to registers & 0\% \\
\quad Mean area per synthesized cell & 9.56 um\^{}2 \\
\quad Leading post-synthesis cells by cell area & and4b\_1, nor4bb\_1, nor4b\_2 \\
\multicolumn{2}{l}{\textbf{Global routing}} \\
\quad Pin count of the biggest net entering global routing & 23 \\
\quad Antenna violations before repair & 0 \\
\quad GRT Total Usage & between 10\% and 20\% \\
\quad Via count of the first global-routing pass & 4951 \\
\quad Sum of overflow across all layers after global routing & 0 \\
\quad Global-route wire length before repair & 34000 um \\
\multicolumn{2}{l}{\textbf{Routing}} \\
\quad Average wire length per cell after detail routing & around 23 um \\
\quad Via count & $\sim$5.6k \\
\quad Number of optimization iterations in the first detailed-route pass & 4 \\
\quad DRT antenna net count & 0 \\
\quad DRC errors left & 0 \\
\quad Antenna diode instance count & 0 \\
\quad Iteration-0 DRC count of the detailed router & 256 \\
\quad Via density & around 4.7 \\
\quad Routed wire length & 26900 um \\
\multicolumn{2}{l}{\textbf{STA}} \\
\quad Final critical path time including I/O delays and setup & approximately 1.4 ns \\
\quad Actual transition at the worst max-transition pin & between 0.2 and 0.3 ns \\
\quad Count of final setup violators & 254 \\
\quad Max\_slew headroom & 82.8\% \\
\quad Hold Vio Cnt, Final & 0 \\
\quad Setup repair after global routing missed its margin & yes \\
\quad Upper clock frequency limit & 731 MHz \\
\quad Setup slack after layout & -0.368 ns \\
\quad Count of final max-slew check failures & 0 \\
\quad Final worst-path cycle share & 137\% \\
\multicolumn{2}{l}{\textbf{Die}} \\
\quad Core ar. & 24500 um\^{}2 \\
\quad Total die size & about 32000 um\^{}2 \\
\quad Initial core utilization & 13.3\% \\
\quad Top Ports & 291 \\
\quad DIE WIDTH & 178 um \\
\quad Die height & 178 um \\
\quad Std cell rows & 57 \\
\multicolumn{2}{l}{\textbf{Clock tree}} \\
\quad Count of hold-fix buffers inserted at cts & 0 \\
\multicolumn{2}{l}{\textbf{Placed design}} \\
\quad Placed cell count & 955 \\
\quad Estimated wirelength of the detail-placed design & about 14000 um \\
\quad Final Wtd Congestion & 0.810 \\
\quad Buffers added on ports & 291 \\
\multicolumn{2}{l}{\textbf{Hold path}} \\
\quad Hold endpoint & data\_out[1] \\
\quad Min-Delay Startpoint & data\_in[1] \\
\quad Number of cells on the worst hold path & 3 \\
\quad Hold crit path type & input port to output pin \\
\hline
\end{tabular}
-- cell usage after synthesis --
library cell / n
buf_2: 58
clkbuf_2: 4
and4b_1: 96
buf_6: 2
nor4b_1: 2
nor4bb_2: 6
and4bb_1: 19
and4bb_2: 16
clkbuf_1: 7
buf_4: 13
and4_1: 32
nor4b_2: 30
nor4bb_1: 55
-- power by group --
group	internal, W	leakage [nW]	switching [W]	total [W]
Clock	0	0	0	0
Sequential	0	0	0	0
Combinational	0.00240	5.73	0.00139	0.00379
-- kinds of logic (layout without fill, tap and decap cells) --
group                  count (synthesis)  count (layout)  share of synthesized area [%]
buffers and inverters                 84             605                           14.0
and+or+nand+nor                      256             256                           86.0
-- worst max-delay path: stages --
cell      delay, ns
buf_16         0.12
buf_12         0.15
buf_6          0.12
buf_8          0.13
nor4bb_4       0.28
buf_2          0.16
-- metrics by stage --
| step | TNS [ns] | instance area [um^2] | hold WS (ns) | setup slack (ns) | total power [W] |
|---|---|---|---|---|---|
| 3_3_place_gp | -195.14 | 6890 | 1.17 | -0.941 | 0.00190 |
| 6_report | -47.72 | 10300 | 0.750 | -0.368 | 0.00379 |
| 5_1_grt | -54.56 | 10300 | 0.753 | -0.479 | 0.00397 |
| 3_5_place_dp | -194.82 | 6890 | 1.16 | -0.938 | 0.00190 |
| 2_1_floorplan | 0 | 3250 | 0.488 | 0.0665 | 0.000738 |
| 4_1_cts | -70.19 | 8420 | 0.759 | -0.469 | 0.00282 |
-- metal layers --
metal	vias up	GRT usage, %	routed length (um)
li1	2552	-	-
met1	2770	18.0	11500
met2	228	24.1	13100
met3	23	3.20	1960
met4	0	0.625	403
met5	-	0	0
-- layout by cell type (no fill, tap or decap) --
cell	Yosys	final
and4_1	32	32
and4b_1	96	96
clkbuf_2	4	96
buf_16	0	40
nor4bb_2	6	12
clkdlybuf4s15_1	0	1
nor4bb_1	55	15
dlygate4sd2_1	0	1
buf_4	13	78
buf_12	0	28
dlymetal6s2s_1	0	19
and4bb_1	19	19
clkdlybuf4s15_2	0	1
clkbuf_16	0	22
buf_6	2	112
nor4b_4	0	30
nor4bb_4	0	34
buf_2	58	166
and4bb_2	16	16
buf_8	0	41
nor4b_2	30	2
-- worst max path at each step --
| stage | end | startpoint | cells past startpoint |
|---|---|---|---|
| CTS | data_out[138] | sel[1] | 4 |
| global route | data_out[128] | sel[1] | 6 |
| finish | data_out[46] | sel[1] | 6 |
-- layout make-up --
cell class         count  area [um^2]  area share [%]
multi-input cells    256         3620            35.2
well taps            324          405            3.94
repair buffers       605         6250            60.8
-- repair_timing --
| action | 4_1_cts | 5_1_grt |
|---|---|---|
| buffers inserted | 68 | 118 |
| endpoints found under the setup margin | 256 | 256 |
| resized | 747 | 501 |
| pin swaps | 72 | 118 |
| gates cloned | 39 | 23 |
No activity file was given, so power comes from the tool's default toggle rates.
